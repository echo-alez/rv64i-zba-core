==> flow/config.mk <==
export PLATFORM = sky130hd
export DESIGN_NAME = rv64_core
export DESIGN_NICKNAME = rv64_core
export VERILOG_FILES = /design/flow/design.v
export SDC_FILE = /design/flow/constraint.sdc
export NUM_CORES = 4
export LEC_CHECK = 1
export CORE_UTILIZATION = 30
==> flow/constraint.sdc <==
current_design rv64_core

set clk_period 33.1
set clk_io_pct 0.2

create_clock -name clk0 -period $clk_period [get_ports {clk}]

set non_clock_inputs [all_inputs -no_clocks]
set_input_delay [expr $clk_period * $clk_io_pct] -clock clk0 $non_clock_inputs
set_output_delay [expr $clk_period * $clk_io_pct] -clock clk0 [all_outputs]
==> flow/design.v <==
module alu(
    input  logic [63:0] a,
    input  logic [63:0] b,
    input  logic [3:0]  alu_op,
    output logic [63:0] result
);
    localparam ALU_ADD     = 4'b0000;
    localparam ALU_SUB     = 4'b0001;
    localparam ALU_SH1ADD  = 4'b0010;
    localparam ALU_SH2ADD  = 4'b0011;
    localparam ALU_SH3ADD  = 4'b0100;
    always_comb begin
        case(alu_op)
            ALU_ADD:     result = a + b;
            ALU_SUB:     result = a - b;
            ALU_SH1ADD:  result = a + (b << 1);
            ALU_SH2ADD:  result = a + (b << 2);
            ALU_SH3ADD:  result = a + (b << 3);
            default:     result = 0;
        endcase
    end
endmodule
module control(
    input  logic [6:0] opcode,
    input  logic [2:0] funct3,
    input  logic [6:0] funct7,
    output logic       mem_read,
    output logic       mem_write,
    output logic [3:0] alu_op
);
    localparam ALU_ADD     = 4'b0000;
    localparam ALU_SUB     = 4'b0001;
    localparam ALU_SH1ADD  = 4'b0010;
    localparam ALU_SH2ADD  = 4'b0011;
    localparam ALU_SH3ADD  = 4'b0100;
    always_comb begin
        mem_read  = 0;
        mem_write = 0;
        alu_op    = ALU_ADD;
        case (opcode)
            7'b0000011: mem_read = 1;         
            7'b0100011: mem_write = 1;        
            7'b0110011: begin                  
                case ({funct7, funct3})
                    10'b0000000000: alu_op = ALU_ADD;
                    10'b0100000000: alu_op = ALU_SUB;
                    10'b0000000001: alu_op = ALU_SH1ADD;
                    10'b0000000010: alu_op = ALU_SH2ADD;
                    10'b0000000011: alu_op = ALU_SH3ADD;
                    default: alu_op = ALU_ADD;
                endcase
            end
        endcase
    end
endmodule
module regfile(
    input  logic        clk,
    input  logic        we,
    input  logic [4:0]  ra1, ra2, wa,
    input  logic [63:0] wd,
    output logic [63:0] rd1, rd2
);
    logic [63:0] regs[31:0];
    assign rd1 = regs[ra1];
    assign rd2 = regs[ra2];
    always_ff @(posedge clk) begin
        if (we && wa != 0)
            regs[wa] <= wd;
    end
endmodule
module rv64_core (
    input  logic        clk,
    input  logic        reset,
    output logic [63:0] imem_addr,
    input  logic [31:0] imem_rdata,
    output logic        dmem_we,
    output logic [63:0] dmem_addr,
    output logic [63:0] dmem_wdata,
    input  logic [63:0] dmem_rdata
);
    logic [63:0] pc;
    always_ff @(posedge clk or posedge reset) begin
        if (reset) begin
            pc <= 64'h80000000;  
        end else begin
            pc <= pc + 4;  
        end
    end
    assign imem_addr = pc;
    logic [6:0] opcode = imem_rdata[6:0];
    logic [2:0] funct3 = imem_rdata[14:12];
    logic [6:0] funct7 = imem_rdata[31:25];
    logic [4:0] rd_addr  = imem_rdata[11:7];
    logic [4:0] rs1_addr = imem_rdata[19:15];
    logic [4:0] rs2_addr = imem_rdata[24:20];
    logic       mem_read_ctrl;
    logic       mem_write_ctrl;
    logic [3:0] alu_op_ctrl;
    logic       reg_wr_en = (opcode == 7'b0110011);
    control control_unit (
        .opcode(opcode),
        .funct3(funct3),
        .funct7(funct7),
        .mem_read(mem_read_ctrl),
        .mem_write(mem_write_ctrl),
        .alu_op(alu_op_ctrl)
    );
    logic [63:0] rs1_data;
    logic [63:0] rs2_data;
    logic [63:0] alu_result;
    regfile reg_file (
        .clk(clk),
        .we(reg_wr_en),
        .ra1(rs1_addr),
        .ra2(rs2_addr),
        .wa(rd_addr),
        .wd(alu_result),  
        .rd1(rs1_data),
        .rd2(rs2_data)
    );
    alu alu_unit (
        .a(rs1_data),
        .b(rs2_data),
        .alu_op(alu_op_ctrl),
        .result(alu_result)
    );
    assign dmem_we    = mem_write_ctrl;
    assign dmem_addr  = alu_result;  
    assign dmem_wdata = rs2_data;    
endmodule
==> flow/run.sh <==
#!/bin/bash
# OpenROAD 26Q1-2900-gdf79404cd8, Yosys 0.63+post, stock flow scripts
make -C /OpenROAD-flow-scripts/flow DESIGN_CONFIG=/design/flow/config.mk WORK_HOME=/design/flow/orfs finish
==> reports/metrics.cfg <==
[clock_tree]
clockRootBuffer = clkbuf_16
cts_resized = 0
path_clk_slew_ns = 0.06
cts_max_path_buffers = 4
post-cts-setup-buffers = 0
hold_buffers = 0
clock-sinks = 2110
clk_latency_ns = 0.92
htree_levels = 4
cts_buffers = 208
cts_tree = done

[job]
warning_count = 90
maxCapViolations = 0

[timing]
post-route-period-util = 0.7383
worst_hold_slack_ns = 0.4799
skew_ns = 0.09781
tns_ns = 0
fin_crit_ns = 24.44
finalMaxSlewViolations = 0
setup_viol = 0
slew_headroom = 0.3199
hold_viol = 0
fin_ws_ns = 8.663
fmax_ghz = 0.04092
rsz0062_at_grt = false
worst_pin_slew_ns = 1.018

[logic_synthesis]
synthCells = 7209
yosys_area_um2 = 113600
yosysMostFrequentCell = edfxtp_1
synth_area_um2 = 113600
yosysWarnings = 4
synthArstFlopShare = 0.02938
synth_seq_share = 0.5548
top_cells_by_area = edfxtp_1 54%, mux4_2 20%, mux2i_1 3.4%
synth_cell_types = 100
top_area_frac = 0.5412
netlist.top_cell.by_area = edfxtp_1
common_cells = 2,048 x edfxtp_1, 994 x mux4_2, 382 x mux2i_1
ys_cells = 7209
syn_avg_cell_area_um2 = 15.76
ff_type = edfxtp_1
synth_flops = 2110
edf_count = 2048

[die]
initial_core_util = 0.3019
core_um2 = 376400
die-area_um2 = 381300
row_count = 225
die_w_um = 617.5
die_h_um = 617.5
ios = 291

[finish]
fin_area_um2 = 130500
drive_above_1_share = 0.2480
area_growth_pct = 14.84

[worst_setup_path]
crit_type = in2out
r2r-start = reg_file.regs[31][0]
rr_worst_depth = 26
worstPathMaxFanout = 55
worstPathRequired_ns = 26.48
startpoint = imem_rdata[22]
critPathLaunchType = input pin
endpoint_kind = primary output
critical_path_arrival_ns = 17.82

[global_route]
grt_pass1_vias = 79760
grt_max_degree = 85
grt_overflow_total = 0
grtUsageTotal = 0.2348
antenna_found_initial = 14
grt_pass1_wl_um = 592300

[routing]
avgViaCountPerCell = 5.826
dr.pass1.iters = 8
ant_nets = 0
vias = 74510
drt_iter0_drc = 5731
routed_wl_um = 425100
drcViolationCount = 0
wl_per_cell_um = 33.24

[placement]
hpwlAfterDp_um = 282100
numPortBuffers = 224
post-place-ws_ns = 8.737
place_area_um2 = 123800
finalWeightedCongestion = 0.9786

[status]
outcome = finished, final reports clean

[worst_hold_path]
min_from = pc[63]
hold_depth = 1
hold_path_class = reg2reg

[pwr]
leakagePower_nw = 43.45
ir_worst_vdd_mv = 0.04431
pwr_density_cell_nw_per_um2 = 61.63

==> kinds of logic after synthesis <==
| kind of cell | share of synthesized area |
|---|---|
| flops | 0.5548 |
| mux | 0.2390 |
| compound gates | 0.07905 |
| simple gates | 0.05086 |
| buf+inv | 0.02173 |
| xor+xnor | 0.02649 |
| fa+ha+maj | 0.02801 |
| other cells | 0.00003300 |
==> final cells by class <==
cell class	count	area [µm²]
antenna	12	30.03
clock buffer	229	5326
clock inverter	136	1295
fill	34930	245900
inverter	91	341.6
multi-input combinational	4612	48990
sequential	2110	63050
tap	4994	6248
timing repair buffer	605	5218
==> power by group <==
group          internal (mW)  switching (mW)  total, mW
clock                   1.32            1.04       2.37
combinational          0.734            1.51       2.24
sequential              3.42          0.0143       3.44
total                   5.48            2.56       8.04
==> critical path, cell delays in order <==
cell	delay, ns
buf_8	0.42
buf_4	0.70
buf_4	0.68
buf_4	0.73
buf_4	0.65
mux4_2	0.40
a22oi_1	0.19
and4_1	0.53
inv_1	0.30
nor3_2	0.33
nand3_1	0.19
nor2_1	0.62
nand2_1	0.21
o21ai_0	0.28
xor2_1	0.11
ha_1	0.42
nand4_1	0.24
nor3_1	0.31
nand2_1	0.08
o211a_1	0.31
o21ai_0	0.63
a21oi_1	0.32
o41ai_1	0.69
a311oi_1	0.34
xnor2_1	0.20
o211ai_1	0.20
buf_4	0.36
clkdlybuf4s50_1	0.53
==> path summary, 6_finish.rpt <==
check	endpoint	slack, ns
setup / recovery	dmem_addr[63]	8.66
hold / removal	pc[63]	0.48
setup reg to reg	reg_file.regs[11][63]	24.94
hold reg to reg	pc[63]	0.48
max in group asynchronous	pc[45]	26.30
min in group asynchronous	pc[13]	6.27
==> layer usage <==
layer | GRT usage | wire length [µm] | vias to the layer above
met4 | 0.1006 | 24210 | 44
met5 | 0.05328 | 2403 | -
li1 | - | - | 30830
met3 | 0.2043 | 84890 | 1012
met1 | 0.2319 | 126400 | 36960
met2 | 0.3398 | 187200 | 5655
==> per-stage QoR <==
| stage | power, mW | util | cells |
|---|---|---|---|
| 2_1_floorplan | 4.716 | - | 7274 |
| 3_3_place_gp | 5.668 | 0.3290 | 12410 |
| 3_5_place_dp | 5.691 | 0.3290 | 12410 |
| 4_1_cts | 8.039 | 0.3466 | 12780 |
| 5_1_grt | 8.334 | 0.3467 | 12780 |
| 6_report | 8.043 | 0.3467 | 12790 |
==> placed cells by master (no fill, tap or decap), types with 35 or more instances in the layout <==
master           count
mux4_2             994
mux2i_1            380
dfrtp_1             61
and3_1              48
xnor2_1            199
a21o_1             151
conb_1              66
a22oi_1            219
ha_1               248
nor3_1              65
clkinv_1            49
nor2_1             190
buf_4              376
clkbuf_16          210
clkdlybuf4s50_1    214
o22ai_1             45
xor2_1             142
nor2_4              35
nand3_1            157
o211ai_1            35
a31oi_1             51
o21ai_0            186
a21oi_1            299
inv_1               88
nand4_1             99
edfxtp_1          2048
o21bai_1            41
nor2b_1             44
nand2_1            313
mux2_2              84
==> registers in the layout (all words and copies together) (netlist names) <==
name           cells
pc                62
reg_file.regs   2048
No activity file was given, so power comes from the tool's default toggle rates.
